`flow/run.sh`:
```
#!/bin/bash
# OpenROAD 26Q1-2900-gdf79404cd8, Yosys 0.63+post, stock flow scripts
make -C /OpenROAD-flow-scripts/flow DESIGN_CONFIG=/design/flow/config.mk WORK_HOME=/design/flow/orfs finish
```
`flow/config.mk`:
```
export PLATFORM = sky130hd
export DESIGN_NAME = IDEX
export DESIGN_NICKNAME = IDEX
export VERILOG_FILES = /design/flow/design.v
export SDC_FILE = /design/flow/constraint.sdc
export NUM_CORES = 4
export LEC_CHECK = 1
export CORE_AREA = 10 10 134 134
export DIE_AREA = 0 0 144 144
```
`flow/constraint.sdc`:
```
current_design IDEX

set clk_period 1.0
set clk_io_pct 0.2

create_clock -name clk0 -period $clk_period [get_ports {clk_i}]

set non_clock_inputs [all_inputs -no_clocks]
set_input_delay [expr $clk_period * $clk_io_pct] -clock clk0 $non_clock_inputs
set_output_delay [expr $clk_period * $clk_io_pct] -clock clk0 [all_outputs]
```
`flow/design.v`:
```
module IDEX
(
    RS1data_i, RS2data_i, Imm_i, Funct_i, RegWrite_i, MemtoReg_i, MemRead_i, MemWrite_i, ALUOp_i,
    ALUSrc_i,PRS1_i, PRS2_i, PRD_i,clk_i,
    RS1data_o, RS2data_o, Imm_o, Funct_o, RegWrite_o, MemtoReg_o, MemRead_o, MemWrite_o,
    ALUOp_o, ALUSrc_o, PRS1_o, PRS2_o, PRD_o
);
input [31:0] RS1data_i, RS2data_i, Imm_i;
input RegWrite_i, MemtoReg_i, MemRead_i, MemWrite_i, ALUSrc_i, clk_i;
input [1:0] ALUOp_i;
input [4:0] PRS1_i,PRS2_i,PRD_i;
input [9:0] Funct_i;
output [31:0] RS1data_o, RS2data_o, Imm_o;
output RegWrite_o, MemtoReg_o, MemRead_o, MemWrite_o, ALUSrc_o;
output [1:0] ALUOp_o;
output [4:0] PRS1_o,PRS2_o,PRD_o;
output [9:0] Funct_o;
reg [31:0] RS1data_r, RS2data_r, Imm_r;
reg RegWrite_r, MemtoReg_r, MemRead_r, MemWrite_r, ALUSrc_r;
reg [1:0] ALUOp_r;
reg [4:0] PRS1_r, PRS2_r, PRD_r;
reg [9:0] Funct_r;
initial begin
    RS1data_r=0;
    RS2data_r=0;
    Imm_r=0;
    RegWrite_r=0;
    MemtoReg_r=0;
    MemRead_r=0;
    MemWrite_r=0;
    ALUSrc_r=0;
    ALUOp_r=0;
    PRS1_r=0;
    PRS2_r=0;
    PRD_r=0;
    Funct_r=0;
end
assign RS1data_o = RS1data_r, RS2data_o = RS2data_r, Imm_o=Imm_r, RegWrite_o=RegWrite_r,MemtoReg_o=MemtoReg_r,MemRead_o=MemRead_r, MemWrite_o=MemWrite_r,ALUSrc_o=ALUSrc_r,ALUOp_o=ALUOp_r,PRS1_o=PRS1_r,PRS2_o=PRS2_r,PRD_o=PRD_r,Funct_o=Funct_r;
always @ (posedge clk_i) begin
    RS1data_r<=RS1data_i;
    RS2data_r<=RS2data_i;
    Imm_r<=Imm_i;
    RegWrite_r<=RegWrite_i;
    MemtoReg_r<=MemtoReg_i;
    MemRead_r<=MemRead_i;
    MemWrite_r<=MemWrite_i;
    ALUSrc_r<=ALUSrc_i;
    ALUOp_r<=ALUOp_i;
    PRS1_r<=PRS1_i;
    PRS2_r<=PRS2_i;
    PRD_r<=PRD_i;
    Funct_r<=Funct_i;
end
endmodule
```
==> metrics.yaml <==
grtUsageMet2_pct: 14.68
layout_setup_ws_ps: -23.76
ys_types: 1
grt_pass1_wl_um: 13700
drt_iter0_drc: 16
io_buffers: 256
place_inst: 572
comb.multi_input.count: 0
rsz0062_at_grt: "yes"
ys_area_mm2: 0.002562
cts.path.max_buffers: 2
ys_cells: 128
drive_gt1_share_pct: 41.79
power_per_cell_area_mw_per_mm2: 2326
cts_tree: "built"
fp_util_pct: 16.92
finalHoldViolCount: 0
fmax_mhz: 976.8
grt.met1_usage_pct: 9.776
yosys_warnings: 1
combGateArea_um2: 0
syn_to_final_growth_pct: 109.9
crit_path_end_kind: "primary output"
synthesis.area_mm2: 0.002562
grt_start_max_net_pins: 17
status: "complete, but fails checks"
htreeDepth: 4
drc: 0
grt.total_usage_pct: 9.207
boundaryPins: 257
antenna_left: 0
crit_chain: "buf_2"
tightest_slew_ps: 178.4
instances_no_fill: 604
grt_pass1_vias: 2206
gp_congestion: 0.7751
cts-buffers-inserted: 17
period_used_pct: 102.4
critical_path_arrival_ps: 820
overflow: 0
cpMaxStageDelayCell: "dfxtp_2"
max-slew-margin-rel_pct: 88.11
syn_inst: 128
gr-max-usage-layer: "met2"
fillers: 1451
avgViaCountPerCell: 3.238
setup.worst_path.class: "reg -> out"
warnings: 30
violations: "negative setup slack"
setup_viol_count_final: 39
use_met3_pct: 7.055
ir_drop_mv: 1.027
tns_ps: -361.5
worst-path-max-fanout: 1
fp.dieW_um: 144
start_kind: "register"
die-area_mm2: 0.02074
max_stage_delay_ps: 310
clk_pin_slew_ps: 50
drtPass1Iterations: 4
hpwl_um: 8647
drv_slew: 0
crit_buf_inv: 1
p_leak_nw: 2.391
ys_ff: 128
routed_wl_um: 10150
antenna_found_initial: 2
regArea_mm2: 0.002586
fin_crit_ps: 1024
fp.dieH_um: 144
via_count: 1956
crit_required_ps: 800
total_power_mw: 12.51
post_drt_wl_per_cell_um: 16.81
synth_area_per_cell_um2: 20.02
core_mm2: 0.01515
cts_hold_buffers: 0
cts.sinks: 128
cts_root_buf: "clkbuf_16"
maxCapViolations: 0
num_rows: 45
ys_seq_share_pct: 100.0
holdCritPathClass: "in -> reg"
cp_top_family: "flip-flops"
==> cells by family after synthesis <==
kind of cell / count (synthesis) / synth area share, %
flip-flops: 128 / 100.0
==> final timing paths <==
kind / depth (start not counted) / from / end / slack (ps)
worst max-delay path: 1 / RS2data_r[11]$_DFF_P_ / RS2data_o[11] / -20
worst min-delay path: 1 / RS2data_i[16] / RS2data_r[16]$_DFF_P_ / 230
==> cells in the final DEF, fill, tap and decap left out, types with 3 or more instances in the layout <==
| cell | Yosys | final |
|---|---|---|
| clkbuf_1 | 0 | 4 |
| buf_6 | 0 | 3 |
| clkbuf_16 | 0 | 17 |
| dfxtp_1 | 128 | 109 |
| bufinv_16 | 0 | 4 |
| clkdlybuf4s50_1 | 0 | 128 |
| buf_2 | 0 | 125 |
| clkbuf_8 | 0 | 3 |
| dfxtp_2 | 0 | 19 |
==> power breakdown <==
| part | switching [mW] | total [mW] | internal, mW |
|---|---|---|---|
| clock | 1.99 | 6.33 | 4.33 |
| combinational | 0.137 | 0.742 | 0.604 |
| sequential | 0.0559 | 5.45 | 5.39 |
==> repair_timing <==
| item | 4_1_cts | 5_1_grt |
|---|---|---|
| gates resized | 421 | 7 |
| setup endpoints to repair | 128 | 128 |
| endpoints found under the hold margin | 0 | 0 |
| setup buffers | 0 | 0 |
==> metal layers <==
metal,share of wire (%),vias to the layer above
met5,0,-
met4,0.99,0
met3,15,8
met2,47,143
met1,37,853
li1,-,952
==> cell usage after synthesis <==
| master | number | area (um2) |
|---|---|---|
| dfxtp_1 | 128 | 2562 |
==> per-stage QoR <==
step                cell area (um2)  util (%)  hold WS, ps  setup slack [ps]
CTS                            5350     35.32        204.0            -60.38
detailed placement             5360     35.39        651.7            -19.93
global route                   5374     35.48        209.1            -75.59
finish                         5379     35.51        231.4            -23.76
floorplan                      2562         -        227.7             538.5
global placement               5360     35.39        649.9            -22.93
==> final cells by class <==
type	count	area share, %
clock inverters	6	2.419
well taps	188	4.373
diodes	2	0.09304
flip-flops and latches	128	48.08
repair buffers	256	36.08
clock buffers	24	8.956
==> flip-flops by register name (all words and copies together), names as in the netlist, 2 cells and up <==
name       cells
RS2data_r     32
PRS2_r         5
PRS1_r         5
Imm_r         32
ALUOp_r        2
PRD_r          5
Funct_r       10
RS1data_r     32
No activity file was given, so power comes from the tool's default toggle rates.
