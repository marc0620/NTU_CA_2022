$ cat flow/design.v
module EXMEM
(
    RegWrite_i,RegWrite_o,MemtoReg_i,MemtoReg_o,MemRead_i,MemRead_o,MemWrite_i,MemWrite_o,ALUResult_i,ALUResult_o,WriteData_i,WriteData_o,WriteReg_i,WriteReg_o,clk_i
);
input RegWrite_i,MemtoReg_i,MemRead_i,MemWrite_i;
input [31:0] ALUResult_i,WriteData_i;
input [4:0] WriteReg_i;
input clk_i;
output RegWrite_o,MemtoReg_o,MemRead_o,MemWrite_o;
output [31:0] ALUResult_o,WriteData_o;
output [4:0] WriteReg_o;
reg RegWrite_r,MemtoReg_r,MemRead_r,MemWrite_r;
reg [31:0] ALUResult_r,WriteData_r;
reg [4:0] WriteReg_r;
assign RegWrite_o=RegWrite_r, MemtoReg_o= MemtoReg_r,MemRead_o=MemRead_r,MemWrite_o=MemWrite_r,ALUResult_o=ALUResult_r,WriteData_o=WriteData_r,WriteReg_o=WriteReg_r;
initial begin
    RegWrite_r=0;
    MemtoReg_r=0;
    MemRead_r=0;
    MemWrite_r=0;
    ALUResult_r=0;
    WriteData_r=0;
    WriteReg_r=0;
end
always @ (posedge clk_i) begin
    RegWrite_r<=RegWrite_i;
    MemtoReg_r<=MemtoReg_i;
    MemRead_r<=MemRead_i;
    MemWrite_r<=MemWrite_i;
    ALUResult_r<=ALUResult_i;
    WriteData_r<=WriteData_i;
    WriteReg_r<=WriteReg_i;
end
endmodule
$ cat flow/run.sh
#!/bin/bash
# OpenROAD 26Q1-2900-gdf79404cd8, Yosys 0.63+post, stock flow scripts
make -C /OpenROAD-flow-scripts/flow DESIGN_CONFIG=/design/flow/config.mk WORK_HOME=/design/flow/orfs finish
$ cat flow/config.mk
export PLATFORM = sky130hd
export DESIGN_NAME = EXMEM
export DESIGN_NICKNAME = EXMEM
export VERILOG_FILES = /design/flow/design.v
export SDC_FILE = /design/flow/constraint.sdc
export NUM_CORES = 4
export LEC_CHECK = 1
export CORE_UTILIZATION = 40
$ cat flow/constraint.sdc
current_design EXMEM

set clk_period 1.0
set clk_io_pct 0.2

create_clock -name clk0 -period $clk_period [get_ports {clk_i}]

set non_clock_inputs [all_inputs -no_clocks]
set_input_delay [expr $clk_period * $clk_io_pct] -clock clk0 $non_clock_inputs
set_output_delay [expr $clk_period * $clk_io_pct] -clock clk0 [all_outputs]
==> commit_impl_results.txt <==
Store results of the implementation flow

- Outcome: did not finish
- The run ended at 3_5_place_dp.
- The first error in the log reads "[ERROR DPL-0036] Detailed placement failed".
- Post-synthesis average cell area: 20.0 um^2
- Core Util at FP: 0.428
- Site Rows: 21
* Share of async-settable or async-resettable flops after synthesis: 0
- As logged by OpenROAD, the buffers inserted on ports number 146.
- Ports placed on the boundary: 147
- Summed over all instances, the cell type with the most area after synthesis is dfxtp_1.
* Yosys warning count: 1
- After synthesis the cells add up to between 1000 and 1500 um^2.
- EDFF count, synth: 0
- Counting distinct cell types in the post-synthesis netlist gives 1.
- Commonest cells post-synth: dfxtp_1 (73)
- The die is around 62 um tall.
- Horizontal die size: 62.4 um
- The synthesized instance count is 73.
- The stat command in Yosys gives a chip area of around 1500 um^2.
- The most used flip-flop cell after synthesis is dfxtp_1.
* Register area share after synthesis: 1.00
- Cell count in the Yosys report: 73
- The synthesis stat section lists a flop and latch total of 73.
- Dominant cell by count in the synthesized netlist: dfxtp_1
- Gp weighted congestion: 0.801
* Top cell area share: 1.00
- Cell types occupying the most area after synthesis: dfxtp_1 (100%)
==> metrics by stage <==
| stage | setup slack, ps | total power, mW |
|---|---|---|
| after global placement | 23.1 | 3.70 |
| after floorplan | 538 | 3.12 |
==> kinds of logic after synthesis <==
logic type / Yosys count / share of synthesized area
flip-flops: 73 / 1.00
Power figures rest on the tool's default switching activity, not on a simulated workload.
